<file path="./constraint.sdc">
current_design ALU

set clk_period 25.0
set clk_io_pct 0.2

create_clock -name clk0 -period $clk_period

set non_clock_inputs [all_inputs -no_clocks]
set_input_delay [expr $clk_period * $clk_io_pct] -clock clk0 $non_clock_inputs
set_output_delay [expr $clk_period * $clk_io_pct] -clock clk0 [all_outputs]
</file>
<file path="./config.mk">
export PLATFORM = sky130hd
export DESIGN_NAME = ALU
export DESIGN_NICKNAME = ALU
export VERILOG_FILES = /design/flow/design.v
export SDC_FILE = /design/flow/constraint.sdc
export NUM_CORES = 4
export LEC_CHECK = 1
export CORE_UTILIZATION = 30
</file>
<file path="./design.v">
module ALU(
    input [31:0] A,             
    input [31:0] B,             
    input [4:0] FS,             
    input [4:0] SH,             
    output reg [31:0] F,        
    output reg Z,               
    output reg V,               
    output reg N,               
    output reg C                
);
    always @(*) begin
        Z = 0;
        V = 0;
        N = 0;
        C = 0;
        case (FS)
            5'b00000: begin
            F = A;
            end
            5'b00010: begin  
                {C, F} = A + B;  
                V = (~A[31] & ~B[31] & F[31]) | (A[31] & B[31] & ~F[31]);  
            end
            5'b00101: begin  
                {C, F} = A - B;  
                V = (~A[31] & B[31] & F[31]) | (A[31] & ~B[31] & ~F[31]);  
            end
            5'b01000: begin  
                F = A & B;
            end
            5'b01010: begin  
                F = A | B;
            end
            5'b01100: begin  
                F = A ^ B;
            end
            5'b01110: begin  
                F = ~A;
            end
            5'b10000: begin  
                F = A << SH;
                C = A[31];  
            end
            5'b10001: begin  
                F = A >> SH;
                C = A[0];  
            end
            default: F = 32'bx;  
        endcase
        Z = (F == 32'b0);
        N = F[31];
    end
endmodule
</file>
<file path="./run.sh">
#!/bin/bash
# OpenROAD 26Q1-2900-gdf79404cd8, Yosys 0.63+post, stock flow scripts
make -C /OpenROAD-flow-scripts/flow DESIGN_CONFIG=/design/flow/config.mk WORK_HOME=/design/flow/orfs finish
</file>
==> run summary <==
Here are the numbers from the latest Yosys + OpenROAD run.

The run finished with clean final reports. The count of vias placed by the detailed router is 12600. The internal power of the cells totals 0.0992 mW. The power density relative to cell area came out at 21.8 mW/mm^2.

The endpoint of the worst hold path is F[8]. The HPWL after detailed placement came out at 41.8 mm. The last timing report of the flow puts the setup violation total at 0. VDD sags by at most 9.05 uV. The total of buffers placed on input and output ports is 110. Hold repair after CTS inserted 0 buffers. The switching power summed over all nets came out at 0.158 mW.

The cell depth of the worst min-delay path came out at 5. The final total negative setup slack came out at 0 ns. The pin count of the biggest net entering global routing is 58. Routability-driven placement finished with a final weighted congestion of 1.09.

TritonRoute output was used to compute an average wire per cell of 28.3 um. The number of sequential storage elements came out at 0. The final hold violation count came out at 0. The total setup buffers inserted after CTS is 0. The area of the core is 0.0337 sq mm. The number of diodes came out at 0. The area fraction of the dominant cell type after synthesis came out at 0.129. The arrival time of data at the critical path endpoint is 10.75 ns. Looking at hold timing, the worst path starts from A[8]. The worst setup path category is primary input to output port. The transition time at the pin with the least slew margin came out at 1.02 ns. The global-route usage over all layers is 0.309. The total placed instance area is 0.0118 sq mm. The Yosys chip area is 0.0103 sq mm. The setup slack after layout came out at 9.25 ns.

The max-slew headroom at the worst pin came out at 0.313. The area of all placed cells without fillers came out at 0.0118 sq mm. The initial antenna violation count came to 1. The mean cell area of the mapped netlist is 7.12 sq um. Per the GRT congestion report, total overflow comes to 0. The leakage component of the power is 4.53 nW. The number of primary I/O pins is 110. The class of the most critical hold timing path is primary input to output port. The fraction of final layout cells with drive strength greater than 1 is 0.109. The final cycle utilization of the critical path came out at 0.630.

The fraction of power spent switching nets is 0.614. The layout-stage area growth over the synthesis result came out at 14.0%. The residual antenna-violating net count after detailed routing came out at 0. The sequential cell area in the final layout is 0 sq um. At the placement stage, the worst setup path has a slack of 9.28 ns.

The number of global-route vias before repair is 11800. The first-pass GRT wire length came out at 80.0 mm. The total standard cell area after synthesis came out at 0.0103 sq mm.

In the Yosys report the total cell count is 1448. mux4_2 takes more of the synthesized area than any other cell. The maximum achievable frequency is 63.5 MHz. The worst setup path is launched from a primary input. The clock power share is 0. The most common logic cell in the final layout is nand2_1. The number of detailed-routing iterations run before antenna repair is 6. The iteration-0 DRC count of the detailed router is 1436. The top cell types in the final layout, fill and taps aside, are nand2_1 (127), inv_1 (111), nor2_1 (109).

The final-report max-slew violation count came out at 0. Setup repair after global routing left no endpoint under its margin. The worst setup path is captured at an output port. The part of the power in combinational logic is 1.000. The stage logs contain a warning count of 106. The remaining design rule violation count came out at 0. In the Yosys stats the netlist draws on 80 distinct library cells. The final layout report lists a clock buffer count of 0. For reference, the top cells by area after synthesis are mux4_2 (13%), ha_1 (13%), mux2i_1 (7.3%). The aggregate routed wire length came out at 54.2 mm. The data required time at the worst endpoint is 20.00 ns.

The average via count per standard cell came out at 6.56. The effective utilization at floorplan came out at 0.306. The die width came out at 187 um. The floorplan step set the die height to 187 um.

The instance count of the mapped netlist is 1448. The count of yosys warnings during synthesis came out at 1. The count of max-cap constraint violations is 0. Per the timing report, the biggest fanout along the worst path comes to 50. The number of gates resized after CTS came out at 0. The die covers 0.0351 sq mm. On the final layout, the worst hold slack is 11.24 ns. The time the final worst path needs with I/O delays and setup is 15.75 ns. The sequential fraction of the synthesis area came out at 0.

The number of rows created at floorplan is 67. The sequential share of power came out at 0.
worst max-delay path by stage:
stage         startpoint  endpoint  slack [ns]
CTS                SH[1]         Z        9.29
finish             SH[1]         Z        9.25
global route       SH[1]         Z        9.10
Yosys cell counts, types with 11 or more instances:
cell / instances
a211o_1: 11
a211oi_1: 21
a21oi_1: 91
a221oi_1: 21
a31oi_1: 16
and3_1: 11
buf_1: 12
buf_2: 28
clkbuf_1: 94
ha_1: 106
inv_1: 111
mux2_2: 14
mux2i_1: 75
mux4_2: 59
nand2_1: 127
nand2b_1: 18
nand3_1: 50
nand4_1: 19
nor2_1: 111
nor2b_1: 15
nor3_1: 45
nor4_1: 20
o2111ai_1: 13
o211ai_1: 23
o21ai_0: 55
o22ai_1: 29
o31ai_1: 16
o32a_1: 13
through the flow:
step	util	std cells	power, mW
final	0.349	1916	0.257
after global routing	0.349	1916	0.273
after CTS	0.349	1916	0.250
after detailed placement	0.349	1916	0.248
after global placement	0.349	1916	0.250
after floorplan	-	1448	0.153
power groups by stage:
stage,logic [mW],clock network [mW],registers [mW]
4_1_cts,0.250,0,0
5_1_grt,0.273,0,0
6_report,0.257,0,0
cell families after synthesis:
| family | Yosys count | synth area share |
|---|---|---|
| compound gates | 448 | 0.311 |
| buf+inv | 255 | 0.0995 |
| fa+ha+maj | 108 | 0.133 |
| mux | 149 | 0.218 |
| xor+xnor | 11 | 0.00935 |
| simple gates | 477 | 0.229 |
worst max-delay path, stage by stage:
cell and delay [ns]:
buf_4 0.56, buf_4 0.60, mux4_2 0.59, mux2i_1 0.36, o32ai_1 0.17, or4b_1 0.54, o32ai_2 0.31, o2111ai_1 0.16
or4b_1 0.53, or4b_1 0.55, nor4_2 0.38, nand4_1 0.26, nor3b_2 0.21, clkdlybuf4s50_1 0.48
cell type report:
type | instances | area [sq um]
Fill cell | 3584 | 21900
Multi-Input combinational cell | 1193 | 9300
Timing Repair Buffer | 161 | 1470
Tap cell | 448 | 561
Inverter | 114 | 428
metal layers:
metal  up-vias  track usage  share of wire
li1       5573            -              -
met1      6104        0.437           0.43
met2       772        0.469           0.44
met3       118       0.0787          0.099
met4         0       0.0851          0.034
met5         -            0              0
No activity file was given, so power comes from the tool's default toggle rates.
